## ./run.sh

```bash
#!/bin/bash
# OpenROAD 26Q1-2900-gdf79404cd8, Yosys 0.63+post, stock flow scripts
make -C /OpenROAD-flow-scripts/flow DESIGN_CONFIG=/design/flow/config.mk WORK_HOME=/design/flow/orfs finish
```

## ./config.mk

```make
export PLATFORM = sky130hd
export DESIGN_NAME = cpu_wb_cla_multiplier
export DESIGN_NICKNAME = cpu_wb_cla_multiplier
export VERILOG_FILES = /design/flow/design.v
export SDC_FILE = /design/flow/constraint.sdc
export NUM_CORES = 4
export LEC_CHECK = 1
export CORE_UTILIZATION = 40
```

## ./constraint.sdc

```tcl
current_design cpu_wb_cla_multiplier

set clk_period 119.8
set clk_io_pct 0.2

create_clock -name clk0 -period $clk_period

set non_clock_inputs [all_inputs -no_clocks]
set_input_delay [expr $clk_period * $clk_io_pct] -clock clk0 $non_clock_inputs
set_output_delay [expr $clk_period * $clk_io_pct] -clock clk0 [all_outputs]
```

## ./design.v

```verilog
`timescale 1ns/1ps
module cpu_wb_cla_multiplier (multicand, multiplier, product);
parameter MULTICAND_WID = 32;
parameter MULTIPLIER_WID = 32;
input [MULTICAND_WID-1:0] multicand;
input [MULTIPLIER_WID-1:0] multiplier;
output [(MULTICAND_WID + MULTIPLIER_WID - 1):0] product;
wire [MULTICAND_WID - 1:0] multicand_tmp [MULTIPLIER_WID-1:0];
wire [MULTICAND_WID - 1:0] product_tmp [MULTIPLIER_WID-1:0];
wire [MULTIPLIER_WID -1:0] carry_tmp;
genvar j, i;
generate 
 for(j = 0; j < MULTIPLIER_WID; j = j + 1) begin: for_loop_j
 assign multicand_tmp[j] =  multicand & {MULTICAND_WID{multiplier[j]}};
 end
 assign product_tmp[0] = multicand_tmp[0];
 assign carry_tmp[0] = 1'b0;
 assign product[0] = product_tmp[0][0];
 for(i = 1; i < MULTIPLIER_WID; i = i + 1) begin: for_loop_i
 cpu_wb_cla_adder #(.DATA_WID(MULTIPLIER_WID)) add1 (
     .sum(product_tmp[i]),
     .carry_out(carry_tmp[i]),
   .carry_in(1'b0),
     .in1(multicand_tmp[i]),
     .in2({carry_tmp[i-1],product_tmp[i-1][31-:31]}));
 assign product[i] = product_tmp[i][0];
 end 
 assign product[(MULTIPLIER_WID+MULTIPLIER_WID-1):MULTIPLIER_WID] = {carry_tmp[MULTIPLIER_WID-1],product_tmp[MULTIPLIER_WID-1][31-:31]};
endgenerate
endmodule
module cpu_wb_cla_adder (in1, in2, carry_in, sum, carry_out);
parameter DATA_WID = 32;
input [DATA_WID - 1:0] in1;
input [DATA_WID - 1:0] in2;
input carry_in;
output [DATA_WID - 1:0] sum;
output carry_out;
wire [DATA_WID - 1:0] gen;
wire [DATA_WID - 1:0] pro;
wire [DATA_WID:0] carry_tmp;
genvar j, i;
generate
 assign carry_tmp[0] = carry_in;
 for(j = 0; j < DATA_WID; j = j + 1) begin: carry_generator
 assign gen[j] = in1[j] & in2[j];
 assign pro[j] = in1[j] | in2[j];
 assign carry_tmp[j+1] = gen[j] | pro[j] & carry_tmp[j];
 end
 assign carry_out = carry_tmp[DATA_WID];
 for(i = 0; i < DATA_WID; i = i+1) begin: sum_without_carry
 assign sum[i] = in1[i] ^ in2[i] ^ carry_tmp[i];
 end 
endgenerate 
endmodule
```

==> run_results.csv <==
group,metric,value,unit
finish,regArea,0,sq um
worst_setup_path,crit_path_end_kind,"output pin",
synth,postSynthSeqShare,0,
grt,grt_max_degree,33,
grt,grt_pass1_wl,80200,um
sta,min_period_over_period,0.775,
hold_path,hp-class,"primary input to output pin",
detailed_routing,diodes,0,
sta,drv_slew,0,
detailed_routing,wirelength,43500,um
place,gp_congestion,0.832,
sta,hold_viol,0,
synth,ys_cells,2502,
sta,fin_ws,27.01,ns
worst_setup_path,critPathCapture,"product[62]",
die,fp_util,0.405,
sta,worst_pin_slew,0.834,ns
sta,period_minus_slack,92.79,ns
die,chip_area,0.0692,sq mm
sta,hold_slack,49.12,ns
worst_setup_path,critPathKind,"primary input to output pin",
die,ios,128,
synth,ys_warn_count,1,
finish,fillerInstances,6388,
worst_setup_path,cpPeakStageDelay,0.61,ns
worst_setup_path,worstPathArrival,68.83,ns
detailed_routing,first_iter_violations,260,
die,core,0.0673,sq mm
clock_network,cts_resized,0,
die,die_y,263,um
grt,grt_usage,0.145,
grt,grt_pass1_vias,18300,
job,warnings,32,
place,portBuffers,128,
worst_setup_path,cp.required,95.84,ns
synth,avgSynthCellArea,10.9,sq um
clock_network,ctsHoldBuffers,0,
synth,synth_chip_area,0.0273,sq mm
place,placed_cells,3371,
worst_setup_path,slowest_stage,"fa_1",
finish,n_clock_buffer,0,
detailed_routing,drt-vias-per-instance,4.78,
worst_setup_path,critPathLaunchType,"primary input",
detailed_routing,drc,0,
synth,synth_area,0.0273,sq mm
grt,overflow,0,
grt,antenna_found_initial,3,
sta,setup_tns,0,ns
synth,synthCells,2502,
finish,areaGrowthSynthToFinish,6.39,%
finish,utilization,0.431,
finish,layout.cells.non_filler,3371,
detailed_routing,ant_nets,0,
worst_setup_path,cpMostUsedCell,"fa_1",
run_status,status,"complete, no violations",
detailed_routing,drt_pass1_iterations,6,
sta,max_slew_margin,0.442,
worst_setup_path,crit_path_max_fanout,32,
clock_network,post-cts-setup-buffer-count,0,
finish,seq_cells,0,
job,cap_violations,0,
detailed_routing,num_vias,16100,
die,dieWidth,263,um
sta,rsz0062_at_grt,"no",
synth,synth_cell_types,9,
place,place_ws,26.51,ns
detailed_routing,wl_per_cell,12.9,um
die,row_count,95,
worst_setup_path,cp-startpoint,"multicand[1]",
finish,drive_gt1_frac,0.0244,
place,dp_hpwl,41600,um
sta,setup_viol,0,
finish,logic_area,0.0251,sq mm
sta,fmax,10.8,MHz
==> per-stage QoR <==
| stage | cell area, sq um |
|---|---|
| 2_1_floorplan | 27300 |
| 3_3_place_gp | 29000 |
| 3_5_place_dp | 29000 |
| 4_1_cts | 29000 |
| 5_1_grt | 29000 |
| 6_report | 29000 |
==> logic make-up after synthesis <==
kind of cell,count (synthesis),synth area share
fa+ha+maj,992,0.720
buf+inv,486,0.0803
simple gates,1024,0.200
==> cells in the final DEF, fill, tap and decap left out, drive strengths merged <==
master / count
nand2: 383
buf: 61
inv: 293
fa: 960
clkdlybuf4s50: 128
ha: 32
and2: 641
==> worst min-delay path by stage <==
| stage | start | endpoint | slack [ns] | cells after the start |
|---|---|---|---|---|
| after CTS | multicand[0] | product[0] | 49.14 | 4 |
| after global routing | multicand[0] | product[0] | 49.18 | 4 |
| final | multicand[0] | product[0] | 49.12 | 4 |
==> cell usage after synthesis <==
cell | number | area [sq um]
fa_1 | 960 | 19200
and2_1 | 641 | 4010
nand2_1 | 383 | 1440
inv_1 | 293 | 1100
buf_2 | 115 | 576
clkbuf_2 | 56 | 280
ha_1 | 32 | 400
buf_6 | 18 | 203
buf_4 | 4 | 30.0
==> routing by layer <==
layer,vias to the layer above,part of all wire,track usage
met5,-,0.00078,0
met2,220,0.54,0.265
li1,7059,-,-
met4,6,0.0047,0.00506
met3,18,0.045,0.0304
met1,8811,0.41,0.197
==> critical path: cells and delay by family <==
family / cells / cell delay (ns)
and+or+nand+nor: 1 / 0.19
buffers and inverters: 9 / 1.65
adders and majority gates: 92 / 42.99
==> area by class of cell <==
class / count / area share
Inverter: 293 / 0.0379
Multi-Input combinational cell: 2016 / 0.864
Tap cell: 873 / 0.0377
Timing Repair Buffer: 189 / 0.0600
