==> design.v <==
`timescale 1ns / 1ps
module arith(a,b,opcode,outau);
input [15:0] a;
input [15:0] b;
input [2:0] opcode;
output reg [31:0] outau;
always@(a,b,opcode)
begin
	case(opcode)
	3'b000: outau = a+b;
	3'b001: outau = a * b;
	3'b010: if (a > b) begin
		outau = a - b;
		end
		else begin
		outau = b - a;
		end
	3'b011: if (a > b) begin
		outau = a / b;
		end
		else begin
		outau = b /a;
		end
	default: outau = 32'h00000000;
	endcase
end
endmodule
==> run.sh <==
#!/bin/bash
# OpenROAD 26Q1-2900-gdf79404cd8, Yosys 0.63+post, stock flow scripts
make -C /OpenROAD-flow-scripts/flow DESIGN_CONFIG=/design/flow/config.mk WORK_HOME=/design/flow/orfs finish
==> config.mk <==
export PLATFORM = sky130hd
export DESIGN_NAME = arith
export DESIGN_NICKNAME = arith
export VERILOG_FILES = /design/flow/design.v
export SDC_FILE = /design/flow/constraint.sdc
export NUM_CORES = 4
export LEC_CHECK = 1
export CORE_UTILIZATION = 50
==> constraint.sdc <==
current_design arith

set clk_period 117.3
set clk_io_pct 0.2

create_clock -name clk0 -period $clk_period

set non_clock_inputs [all_inputs -no_clocks]
set_input_delay [expr $clk_period * $clk_io_pct] -clock clk0 $non_clock_inputs
set_output_delay [expr $clk_period * $clk_io_pct] -clock clk0 [all_outputs]
==> results.txt <==
Implementation numbers.

- The run finished, with violations left.
- The final reports fail on negative setup slack.
- The post-synth area from yosys stat is 32300 um2.
- The average cell area after synthesis is 7.29 um2.
- Detailed placement reports a standard cell area of 44700 um2.
- The layout report lists the combined flip-flop and latch area as 0 um2.
- The sum of net half-perimeters after detailed placement is 103 mm.
- The fraction of layout cells with a size suffix above 1 reads 35.6%.
- The total via count after detailed routing reads 38900.
- STA classifies the critical path startpoint as an input port.
- The count of maximum capacitance violations reads 0.
- The aggregate global-route resource usage is 39.4%.
- The number of rows in the core area is 92.
- The minimum clock period after layout is 129380 ps.
- The area overhead of the layout relative to synthesis is 48.5%.
- The number of antenna violations at the first check in global routing reads 3.
- Setup repair after global routing could not meet its margin everywhere.
- The I/O pin total reads 67.
- The arrival time at the worst endpoint is 105920 ps.
- The global-route wire length before repair is 199 mm.
- The largest stage delay on the critical path reads 540 ps.
- The routability congestion estimate is 1.04.
- The overall routed net length is 130 mm.
- The x dimension of the die reads 256 um.
- The final critical path takes up 110% of the cycle.
- The number of setup violations in the final report reads 4.
- The fmax is 0.00773 GHz.
- The number of distinct library cells after synthesis is 122.
- Among the stages of the critical path, the cell type that occurs most often is sky130_fd_sc_hd__o21a_1.
- The transition time of the tightest slew-check pin reads 896 ps.
- The clock buffers instantiated in the layout total 0.
- The worst setup path is captured at a primary output.
- Summing every instance area after synthesis gives 32300 um2.
- The headroom to the max-slew limit is 38.5%.
- According to the floorplan report, the placeable core area is 63400 um2.
- The routed length per placed instance is 19.2 um.
- Counting endpoints that fail hold in the final report gives 0.
- The aggregate negative setup slack is -27250 ps.
- The area of all placed cells without fillers is 47900 um2.
- The overall die height reads 256 um.
- The gate count of the mapped netlist is 4427.
- The share of the core filled by cells before placement reads 50.9%.
- The layout sequential cell count reads 0.
- After layout, the worst setup slack is -12080 ps.
- The OpenROAD report gives the critical path a required time of 93840 ps.
- Entering global routing, the biggest net connects 59 pins.
- The worst-case setup slack after placement is -13590 ps.
- The most critical min-delay path falls under input port to primary output.
- Warnings reported by Yosys during synthesis add up to 1.
- The count of nets left with antenna violations once routing finished came out at 0.
- As logged by OpenROAD, the buffers inserted on ports number 67.
- The global-route congestion overflow total reads 0.
- The chip area reads 65500 um2.
- The class of the most critical setup path reads input port to primary output.
- The cell with the biggest individual delay on the critical path reads sky130_fd_sc_hd__or4_4.
- The maximum fanout encountered on the critical timing path is 7.
- The remaining routing DRC violations reads 0.
- After detailed routing, the number of vias per cell comes to 5.76.
- After the first detailed-routing iteration, the DRC count stood at 2633.
- The share of the Yosys chip area taken by registers is 0%.
- The worst hold margin reads 47810 ps.
- The number of slew-limit violations in the final report is 0.
- The total tool warning count reads 68.
- The number of global-route vias before repair is 36400.
- In the log, the iteration count for the first detailed-route pass is 6.
- The yosys stat cell total is 4427.
## routing by layer
layer	global-route usage [%]	routed length, um	vias to the layer above
li1	-	-	19000
met1	55.7	57500	18200
met2	58.9	54400	1479
met3	11.9	13300	266
met4	10.3	4550	6
met5	0.950	103	-
## critical path: cells and delay by family
family	cells	cell delay, ps
adders and majority gates	32	7830
buffers and inverters	20	3010
AOI/OAI and AO/OA	282	50290
and+or+nand+nor	121	18730
muxes	9	2470
## cell usage after synthesis (31+ instances only)
master	n	area (um2)
sky130_fd_sc_hd__ha_1	544	6810
sky130_fd_sc_hd__nand3_1	64	320
sky130_fd_sc_hd__nor2b_1	34	213
sky130_fd_sc_hd__o211ai_1	35	263
sky130_fd_sc_hd__nand4_1	36	225
sky130_fd_sc_hd__o21a_1	197	1480
sky130_fd_sc_hd__xnor2_1	153	1340
sky130_fd_sc_hd__o221ai_1	31	272
sky130_fd_sc_hd__a21oi_1	248	1240
sky130_fd_sc_hd__or3_1	35	219
sky130_fd_sc_hd__mux2i_1	54	541
sky130_fd_sc_hd__o31ai_1	154	1160
sky130_fd_sc_hd__o21ai_0	147	736
sky130_fd_sc_hd__nand2_1	525	1970
sky130_fd_sc_hd__nor2_1	434	1630
sky130_fd_sc_hd__inv_1	329	1230
sky130_fd_sc_hd__clkbuf_1	119	447
sky130_fd_sc_hd__nor3_1	225	1130
sky130_fd_sc_hd__mux2_2	74	833
sky130_fd_sc_hd__xor2_1	79	692
sky130_fd_sc_hd__a21o_1	62	465
sky130_fd_sc_hd__nand2b_1	47	294
sky130_fd_sc_hd__o21bai_1	35	263
sky130_fd_sc_hd__fa_1	197	3940
sky130_fd_sc_hd__and2_1	53	332
## final cells by class
type | count | area, um2
Timing Repair Buffer | 1633 | 12700
Inverter | 340 | 1300
Multi-Input combinational cell | 3942 | 32900
Fill cell | 4731 | 15500
Antenna cell | 1 | 2.50
Tap cell | 846 | 1060
## cell usage in the layout (no fill, tap or decap), drive strengths merged, types with 27 or more instances in the layout
| master | instances |
|---|---|
| o221ai | 31 |
| nor2b | 34 |
| o21ai | 166 |
| buf | 1564 |
| nand2b | 47 |
| o21bai | 35 |
| ha | 544 |
| o21a | 197 |
| nand4 | 37 |
| or3 | 35 |
| clkdlybuf4s50 | 37 |
| and2 | 59 |
| inv | 332 |
| nand2 | 529 |
| mux2 | 77 |
| mux2i | 57 |
| nand3 | 66 |
| o31ai | 158 |
| o211ai | 38 |
| or2 | 37 |
| a21o | 63 |
| a211oi | 27 |
| fa | 197 |
| nor2 | 436 |
| a31oi | 29 |
| a21oi | 254 |
| xnor2 | 154 |
| xor2 | 79 |
| nor3 | 227 |
## logic make-up after synthesis
| family | count (synthesis) | synth area share [%] |
|---|---|---|
| buffers and inverters | 503 | 6.12 |
| AND/OR/NAND/NOR | 1596 | 22.9 |
| XOR/XNOR | 233 | 6.35 |
| adder cells (fa/ha/maj) | 741 | 33.3 |
| other | 1 | 0.0116 |
| AND-OR/OR-AND | 1219 | 26.8 |
| multiplexers | 134 | 4.55 |
## metrics by stage
step / cells / util, %
2_1_floorplan: 4442 / -
6_report: 6762 / 75.5
3_3_place_gp: 6538 / 70.5
5_1_grt: 6762 / 75.5
3_5_place_dp: 6538 / 70.5
4_1_cts: 6654 / 72.7
## path summary, 6_finish.rpt
path	from	end	slack (ps)	cells after the start
worst max-delay path	a[1]	outau[0]	-12080	464
worst min-delay path	a[2]	outau[2]	47810	8
## repair_timing
item	CTS	global route
hold endpoints to repair	0	0
cloned	3	2
gates resized	126	200
pin swaps	116	187
endpoints found under the setup margin	4	5
hold buffers	0	0
setup buffers	113	105
